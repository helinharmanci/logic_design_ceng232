[design/flow/constraint.sdc]
current_design ic1337

set clk_period 1.3
set clk_io_pct 0.2

create_clock -name clk0 -period $clk_period [get_ports {clk}]

set non_clock_inputs [all_inputs -no_clocks]
set_input_delay [expr $clk_period * $clk_io_pct] -clock clk0 $non_clock_inputs
set_output_delay [expr $clk_period * $clk_io_pct] -clock clk0 [all_outputs]
[design/flow/run.sh]
#!/bin/bash
# OpenROAD 26Q1-2900-gdf79404cd8, Yosys 0.63+post, stock flow scripts
make -C /OpenROAD-flow-scripts/flow DESIGN_CONFIG=/design/flow/config.mk WORK_HOME=/design/flow/orfs finish
[design/flow/config.mk]
export PLATFORM = sky130hd
export DESIGN_NAME = ic1337
export DESIGN_NICKNAME = ic1337
export VERILOG_FILES = /design/flow/design.v
export SDC_FILE = /design/flow/constraint.sdc
export NUM_CORES = 4
export LEC_CHECK = 1
export CORE_AREA = 10 10 70 70
export DIE_AREA = 0 0 80 80
[design/flow/design.v]
`timescale 1ns / 1ps
module ab(input A, input B, input clk, output reg Q);
    initial Q = 0;
    always@(posedge clk)
    begin
    	if (~A&&~B) Q<=Q;
    	else if (~A&&B) Q<=1;
    	else if (A&& ~B) Q<=0;
    	else Q<=~Q;
    end
endmodule
module ic1337(input I0,input I1,input I2, input clk, output Q0, output Q1, output Z);
    assign A1= (~(~I1 | I0) & ~I2);
    assign B1= I2;
    assign A0 = ~I2; 
    assign B0 = (~(~I1 | I2) ~^ I0);
    ab ab_1(A1,B1,clk, Q0);
    ab ab_0(A0,B0,clk, Q1);
    assign Z = (Q1 ^ Q0);	
endmodule
==> out/qor.txt <==
Run status: complete, no violations
Warnings, synthesis: 5
Leakage power: 0.113 nW
Fin crit period: 1.27 ns
CP peak stage delay: 0.40 ns
Crit-path cells: buf_6 > xor2_1 > buf_2
Gp weighted congestion: 0.690
Logic area: 53.8 µm²
Post-synth ARST share: 0%
R2R Setup Slk: 0.32 ns
Clk slew on worst S/H paths: 0.03 ns
Setup-failing EPs final: 0
Reg2reg start: ab_0.Q
Yosys cell count: 10
CTS buffer count: 3
Cell area leaders: edfxtp_1 53%, xor2_1 15%, o2bb2ai_1 7.7%
Top FF cell, synth: edfxtp_1
Die Ht: 80 µm
Clock latency (worst-skew pair): 0.22 ns
Clock Sinks: 2
Final antenna-violating net count: 0
FP Rows: 21
Wire per inst: 5.72 µm
Placed Cells: 64
Fin cells: 71
Initial Util: 3.33%
VDD IR max: 0.164 mV
I/O Pins: 7
CTS tree: yes
Crit-path leading delay family: flip-flops
Dominant comb cell: simple AND/OR/NAND/NOR gates
Layout Utilization: 8.86%
Drt pass-1 iters: 4
Root buffer selected by CTS: clkbuf_4
Diodes inserted: 0
Worst setup SP type: register
Normalized max-slew margin: 89.4%
Placed cell area: 246 µm²
Vias: 128
Mean post-synth cell area: 11.4 µm²
Xor+xnor area frac: 15.4%
Max Fclk: 786 MHz
DRT met1 WL: 176 µm
Tot GR Track Use: 1.41%
Core area: 0.00342 mm²
Chip Area, Yosys: 114 µm²
Highest metal used: met3
Seq share, synth: 52.7%
Die ar.: 0.00640 mm²
Synth Cell Area: 114 µm²
First-pass GRT wire length: 655 µm
Routed WL: 406 µm
Area Growth Syn to Fin: 166%
Cell Type Count: 7
Dominant cell area share: 52.7%
Max-slew violations: 0
Final worst setup slack: 0.0281 ns
Crit path max-delay cell type: edfxtp_1
IO Port Bufs: 6
RSZ-0062 raised after global routing: true
CTS Buffer Depth: 2
Synth top cells by count: 2 x edfxtp_1, 2 x nand2_1, 2 x xor2_1
Worst Path Max Fanout: 2
Final Hold Fails: 0
Pwr Density: 980 mW/mm²
CP required: 1.04 ns
DR DRC count: 0
Yosys adder share: 0%
Mux share: 0%
Hold Startpoint: I2
WP buf/inv: 2
Layout Skew: 0 ns
Largest net degree at the start of global routing: 5
Drt via density: 1.80
Min Hold Slack: 0.707 ns
Flop area: 60.1 µm²
GRT Residual Overflow: 0
CP startpoint: ab_0.Q
Aoi share: 14.3%
Tightest Pin Transition: 0.159 ns
Die Wd: 80 µm
Final Cell Area: 303 µm²
OpenROAD warnings: 26
Layout cells sized above 1: 40.0%
Crit path DAT: 1.01 ns
Crit path kind: reg -> out
Initial detailed-routing violation count: 4
Pre-CTS setup slack: -0.0393 ns
Period Utilization, post-route: 97.8%
HP Class: in -> reg
Wire length on met2: 132 µm
Fill count: 405
EDFF count, synth: 2
Met3 WL: 96 µm
Vias in the first global route: 137
Max Cap Violations: 0
Initial antenna violation count: 0
Simple share: 17.6%
Crit end category: output pin
CTS Hold Bufs: 0
Top cell type by total area after synthesis: edfxtp_1
Ys flops: 2
CTS HTree Levels: 1
Cells after Synth: 10
==> power by group <==
| group | total, W | switching (W) | internal [W] |
|---|---|---|---|
| Sequential | 0.0000848 | 0.00000469 | 0.0000801 |
| Clock | 0.000138 | 0.0000361 | 0.000102 |
| Combinational | 0.0000741 | 0.0000208 | 0.0000533 |
| Total | 0.000297 | 0.0000615 | 0.000235 |
==> metal layers <==
layer	GRT usage, %	vias up
li1	-	66
met1	1.60	54
met2	1.20	8
met3	2.05	0
met4	0.704	0
met5	0	-
==> cell families after synthesis <==
group / after synthesis
compound gates: 2
xor+xnor: 2
flops: 2
simple gates: 4
==> path summary, 6_finish.rpt <==
kind,endpoint,depth (start not counted)
worst max register to register,ab_0.Q,4
worst min-delay path,ab_0.Q,2
worst max-delay path,Z,3
worst min register to register,ab_1.Q,3
==> cells in the final DEF, fill, tap and decap left out, types with 2 or more instances in the layout <==
master           instances
edfxtp_1                 2
clkdlybuf4s50_1          3
dlygate4sd2_1            2
clkbuf_4                 3
nand2_1                  2
buf_6                    3
xor2_1                   2
buf_4                    3
==> per-stage QoR <==
stage          total power, W  setup TNS [ns]
2_1_floorplan       0.0000978               0
3_3_place_gp         0.000144        -0.00676
3_5_place_dp         0.000146         -0.0431
4_1_cts              0.000303               0
5_1_grt              0.000326         -0.0433
6_report             0.000297               0
==> registers in the layout, indices dropped and copies added (netlist names) <==
signal  count
ab_0.Q      1
ab_1.Q      1
==> layout make-up <==
type,count,share of cell area [%]
repair buffers,12,36.0
clock buffers,3,7.44
well taps,46,19.0
flip-flops and latches,2,19.8
multi-input cells,8,17.8
==> timing repair <==
item                       4_1_cts  5_1_grt
pin swaps                        1        1
resized                          7        1
setup endpoints to repair        3        1
cloned                           0        0
setup buffers                    4        0
Power figures rest on the tool's default switching activity, not on a simulated workload.
