[design/flow/design.v]
`timescale 1ns / 1ps 
module lab3_2(
			input[4:0] smartCode,
			input CLK, 
			input lab,  
			input [1:0] mode,  
			output reg [5:0] numOfStuInMera,
			output reg [5:0] numOfStuInDigital,
			output reg restrictionWarnMera, 
			output reg isFullMera,  
			output reg isEmptyMera,  
			output reg unlockMera,	 
			output reg restrictionWarnDigital, 
			output reg isFullDigital,  
			output reg isEmptyDigital,  
			output reg unlockDigital  
	);
	integer i;
	integer ones;
	initial begin
			numOfStuInMera=0;
			numOfStuInDigital=0;
			restrictionWarnMera=0;
			isFullMera=0;
			isEmptyMera=1'b1;
			unlockMera=0;		
			restrictionWarnDigital=0;
			isFullDigital=0;
			isEmptyDigital=1'b1;
			unlockDigital=0;
	end
	always @(posedge CLK)
	begin 
		unlockMera=0;
		unlockDigital=0;
		i=0;
		ones=0;
		restrictionWarnDigital=0;
		restrictionWarnMera=0;
		if(mode==2'b01)  
		begin
			for (i=0;i<5;i=i+1) begin  
				if (smartCode[i]==1'b1)
				begin
					ones=ones+1;
				end
			end
			if (lab==1'b0) 
			begin
				if (numOfStuInDigital<15)  
				begin 
					unlockDigital=1;
					isEmptyDigital=0;
					numOfStuInDigital=numOfStuInDigital+1;
				end
				else  
				begin
					if (ones %2==0)  
					begin
						if(numOfStuInDigital==30)
						begin
							isFullDigital=1;
						end
						else
						begin
							restrictionWarnDigital=1;
						end
					end
					else  
					begin
						if (numOfStuInDigital<30)  
						begin
							unlockDigital=1;
							numOfStuInDigital=numOfStuInDigital+1;
							if (numOfStuInDigital==30)  
							begin
								isFullDigital=1;
							end
						end
						else  
						begin
							isFullDigital=1;
						end
					end
				end
			end
			else  
			begin 
				if (numOfStuInMera<15)  
				begin
					unlockMera=1;
					isEmptyMera=0;
					numOfStuInMera=numOfStuInMera+1;
				end
				else  
				begin
					if (ones%2!=0)  
					begin
						if(numOfStuInMera==30)
						begin
							isFullMera=1;
						end
						else  
						begin
							restrictionWarnMera=1;
						end
					end
					else 
					begin
						if(numOfStuInMera<30)  
						begin
							unlockMera=1;
							numOfStuInMera=numOfStuInMera+1;
							if (numOfStuInMera==30)
							begin
								isFullMera=1;
							end
						end
						else  
						begin
							isFullMera=1;
						end
					end
				end		
			end
		end
		else if (mode==2'b00)  
		begin
			if (lab ==0)  
			begin
				if (numOfStuInDigital!=0)
				begin
					unlockDigital=1;  
					numOfStuInDigital=numOfStuInDigital-1;
					if (numOfStuInDigital==1'b0)  
					begin
						isEmptyDigital=1'b1;
					end
				end
			end
			else  
			begin
				if (numOfStuInMera!=0)
				begin
					unlockMera=1'b1;
					numOfStuInMera=numOfStuInMera-1;
					if (numOfStuInMera==0)
					begin
						isEmptyMera=1'b1;
					end
				end
			end
		end
		else  
		begin
			restrictionWarnMera=0;
			restrictionWarnDigital=0;
			unlockMera=0;
			unlockDigital=0;
		end
	end
endmodule
[design/flow/run.sh]
#!/bin/bash
# OpenROAD 26Q1-2900-gdf79404cd8, Yosys 0.63+post, stock flow scripts
make -C /OpenROAD-flow-scripts/flow DESIGN_CONFIG=/design/flow/config.mk WORK_HOME=/design/flow/orfs finish
[design/flow/config.mk]
export PLATFORM = sky130hd
export DESIGN_NAME = lab3_2
export DESIGN_NICKNAME = lab3_2
export VERILOG_FILES = /design/flow/design.v
export SDC_FILE = /design/flow/constraint.sdc
export NUM_CORES = 4
export LEC_CHECK = 1
export CORE_UTILIZATION = 30
[design/flow/constraint.sdc]
current_design lab3_2

set clk_period 4.3
set clk_io_pct 0.2

create_clock -name clk0 -period $clk_period [get_ports {CLK}]

set non_clock_inputs [all_inputs -no_clocks]
set_input_delay [expr $clk_period * $clk_io_pct] -clock clk0 $non_clock_inputs
set_output_delay [expr $clk_period * $clk_io_pct] -clock clk0 [all_outputs]
==> impl_metrics.ini <==
; yosys + openroad results
[clock_network]
root_buffer = clkbuf_8
postCtsSetupBuffers = 0
clk_pin_slew_ps = 60
htreeDepth = 1
cts_buffer_depth = 2
cts_resized = 0
cts_sinks = 20
cts_made_buffers = 3
cts_tree = built
clock_latency_ps = 240
hold_buffers = 0

[critical_path]
end_kind = flip-flop
crit_type = input port to flip-flop
path_cells = clkdlybuf4s50_1 -> xnor3_2 -> xnor2_2 -> o211ai_2 -> a21oi_1
worstPathArrival_ps = 2540
crit_path_start = smartCode[1]
cp.required_ps = 4190
path_buffers = 1
start_kind = input port
r2r_start = numOfStuInDigital[1]
worstPathMaxFanout = 6
cp_top_family = XOR/XNOR gates
critPathSlowestCell = clkdlybuf4s50_1
critPathMaxStageDelay_ps = 460

[outcome]
outcome = finished clean

[synth]
ys_sh_simple_pct = 18.8
ys_sh_mux_pct = 1.45
ys_area_sq_um = 1380
synth_stat.cells = 133
synth-main-ff-cell = edfxtp_1
synthesis.area_sq_um = 1380
synthTopCellsByArea = edfxtp_1 (35%), ha_1 (9.1%), dfxtp_1 (5.8%)
yosys.area_share.adder_pct = 9.06
avgSynthCellArea_sq_um = 10.4
syn_inst = 133
synth-edff-count = 16
yosysWarnings = 1
ys_ff = 20
ys_seq_share_pct = 40.6
async_reset_ff_share_pct = 0
ys_sh_aoi_pct = 13.4
yosysTopAreaCell = edfxtp_1
synthXorXnorAreaFrac_pct = 12.3
netlist_logic_family_top = simple AND/OR/NAND/NOR gates
top_cell_area_share_pct = 34.8
ys_types = 41

[sta]
slew_viol_final = 0
slew_headroom_pct = 63.5
finalHoldViolCount = 0
rsz0062_at_grt = no
fin_setup_tns_ps = 0
period_used_pct = 61.7
setup_viol = 0
tightestPinTransition_ps = 547
fin_ws_ps = 1650
fmax_ghz = 0.377
fin_skew_ps = 1.01
fin_crit_ps = 2650

[global_routing]
grt_max_degree = 15
track_usage_pct = 12.4
grt_pass1_vias = 1032
antenna_found_initial = 0
grt_pass1_wl_mm = 4.98
overflow = 0

[layout]
final_area_sq_um = 1750
fillers = 438
areaGrowthSynthToFinish_pct = 26.9
drive_gt1_share_pct = 5.59

[power]
p_per_area_nw_per_um2 = 249
combPwrFrac_pct = 19.8
p_seq_share_pct = 54.5
ir_drop_mv = 0.0808
leakage_uw = 0.000643
p_int_uw = 331
clock_power_share_pct = 25.7
power_switching_uw = 106
switching_share_pct = 24.3

[routing]
drc_errors = 0
wl_mm = 2.87
via_per_inst = 5.15
ant_nets = 0
drt_iter0_markers = 80
wire_per_inst_um = 13.5
via_count = 1098
dr.pass1.iters = 4
antennaDiodeCount = 0

[placement]
pre_cts_ws_ps = 1380
port_buffers = 28
place_congestion = 0.900
dp_hpwl_mm = 2.10
placed_cell_area_sq_um = 1710

[floorplan]
initCoreUtil_pct = 31.5
die_y_um = 69.9
io_pins = 29
die_w_um = 69.9
chipArea_sq_um = 4880
row_count = 24
coreArea_sq_um = 4380

[worst_hold_path]
hp-start = numOfStuInMera[5]
hp-class = flip-flop to flip-flop

[flow_run]
warning_count = 33
drv_cap = 0
==> placed cells by master (no fill, tap or decap), types with 3 or more instances in the layout <==
cell / instances
inv_1: 8
xnor2_1: 6
ha_1: 10
edfxtp_1: 16
clkdlybuf4s50_1: 28
nand3_1: 5
clkbuf_8: 3
o22ai_1: 3
nor2_1: 6
xor2_1: 7
nand4_1: 3
nand3b_1: 7
dfxtp_1: 4
nor4b_1: 4
a21oi_1: 6
nand2_1: 11
==> metal layers <==
metal	GRT usage (%)	wire [um]	up-vias
met3	1.31	155	2
li1	-	-	542
met2	17.9	1220	43
met5	0	0	-
met1	21.3	1470	511
met4	1.78	29	0
==> registers in the layout, summed over array words and instances (netlist names) <==
name and cells:
isEmptyDigital 1, isEmptyMera 1, isFullDigital 1, isFullMera 1, numOfStuInDigital 6, numOfStuInMera 6
restrictionWarnDigital 1, restrictionWarnMera 1, unlockDigital 1, unlockMera 1
==> worst paths after layout <==
path / endpoint / slack [ps] / cells past startpoint
worst min register to register: numOfStuInMera[5] / 720 / 1
worst min-delay path: numOfStuInMera[5] / 720 / 1
worst max-delay path: numOfStuInDigital[0] / 1650 / 5
worst max register to register: isEmptyDigital / 2150 / 5
==> per-stage QoR <==
stage	hold slack [ps]	total power (uW)	instances	utilization, %
4_1_cts	718	442	213	40.0
3_5_place_dp	709	328	210	39.0
2_1_floorplan	608	290	134	-
6_report	720	437	213	40.0
3_3_place_gp	710	327	210	39.0
5_1_grt	748	463	213	40.0
==> synth_stat cells, types with 2 or more instances <==
cell type	count
a21oi_1	6
a41oi_1	2
buf_2	3
dfxtp_1	4
edfxtp_1	16
ha_1	10
inv_1	8
mux2i_1	2
nand2_1	11
nand3_1	5
nand3b_1	7
nand4_1	3
nor2_1	6
nor3_1	2
nor4_1	2
nor4b_1	4
o2111a_1	2
o21a_1	2
o21ai_0	2
o22ai_1	3
or3b_1	2
xnor2_1	6
xor2_1	7
==> kinds of logic after synthesis <==
group | after synthesis
AND-OR/OR-AND | 25
AND/OR/NAND/NOR | 46
XOR/XNOR | 16
other | 1
flip-flops | 20
multiplexers | 2
adder cells (fa/ha/maj) | 10
buffers and inverters | 13
==> power groups by stage <==
stage	Clock (uW)	Combinational, uW	Sequential, uW
CTS	116	87.1	238
finish	112	86.5	238
global route	126	96.9	240
==> area by class of cell <==
cell class | count | area, sq um | area share, %
multi-input combinational | 101 | 768 | 43.8
sequential | 20 | 561 | 32.0
timing repair buffer | 29 | 288 | 16.4
tap | 52 | 65.1 | 3.71
clock buffer | 3 | 41.3 | 2.36
inverter | 8 | 30.0 | 1.71
==> worst register-to-register path, stage by stage, from the launching register on <==
cell	delay, ps
edfxtp_1	510
inv_1	180
ha_1	270
o41ai_1	440
a31oi_1	140
nor4_1	270
Power is estimated from default activity; no workload was simulated.
